### flow/design.v
package fir_xifu_pkg;
  parameter int unsigned X_ID_WIDTH = 4;
  parameter int unsigned X_ID_MAX   = 2**X_ID_WIDTH;
  parameter logic [6:0] INSTR_OPCODE = 7'b1011011;
  parameter logic [2:0] INSTR_XFIRDOTP_FUNCT3 = 3'b010;
  parameter logic [2:0] INSTR_XFIRLW_FUNCT3 = 3'b000;
  parameter logic [2:0] INSTR_XFIRSW_FUNCT3 = 3'b001;
  parameter logic [2:0] INSTR_PLACEHOLDER_FUNCT3 = 3'b000;
  function automatic logic [2:0] xifu_get_funct3(logic [31:0] in);
    logic [2:0] out;
    out = in[14:12];
    return out;
  endfunction
  function automatic logic [6:0] xifu_get_opcode(logic [31:0] in);
    logic [6:0] out;
    out = in[6:0];
    return out;
  endfunction
  function automatic logic [11:0] xifu_get_immediate_I(logic [31:0] in);
    logic [11:0] out;
    out = in[31:20];
    return out;
  endfunction
  function automatic logic [11:0] xifu_get_immediate_S(logic [31:0] in);
    logic [11:0] out;
    out = {in[31:25], in[11:7]};
    return out;
  endfunction
  function automatic logic [4:0] xifu_get_rs1(logic [31:0] in);
    logic [4:0] out;
    out = in[19:15];
    return out;
  endfunction
  function automatic logic [4:0] xifu_get_rs2(logic [31:0] in);
    logic [4:0] out;
    out = in[24:20];
    return out;
  endfunction
  function automatic logic [4:0] xifu_get_rd(logic [31:0] in);
    logic [4:0] out;
    out = in[11:7];
    return out;
  endfunction
  typedef enum logic[1:0] {
    INSTR_XFIRLW   = 2'b10,
    INSTR_XFIRSW   = 2'b11,
    INSTR_XFIRDOTP = 2'b01,
    INSTR_INVALID  = 2'b00
  } instr_t;
  typedef struct packed {
    instr_t instr;
    logic [31:0] base;
    logic [11:0] offset;
    logic [4:0]  rs1;
    logic [4:0]  rs2;
    logic [4:0]  rd;  
    logic [X_ID_WIDTH-1:0] id;
  } id2ex_t;
  typedef struct packed {
    instr_t instr;
    logic [31:0] result;
    logic [4:0]  rs1;
    logic [4:0]  rs2;
    logic [4:0]  rd;
    logic [X_ID_WIDTH-1:0] id;
  } ex2wb_t;
  typedef struct packed {
    logic [4:0]  rd;
    logic [31:0] result;
    logic       we;
  } wb_fwd_t;
  typedef struct packed {
    logic [4:0]  rs1;
    logic [4:0]  rs2;
    logic [4:0]  rd;
  } ex2regfile_t;
  typedef struct packed {
    logic [31:0] op_a;
    logic [31:0] op_b;
    logic [31:0] op_c;
  } regfile2ex_t;
  typedef struct packed {
    logic [31:0] result;
    logic [4:0]  rd;
    logic        write;
  } wb2regfile_t;
  typedef struct packed {
    logic                  issue;
    logic [X_ID_WIDTH-1:0] id;
  } id2ctrl_t;
  typedef struct packed {
    logic [X_ID_MAX-1:0] commit;
  } ctrl2ex_t;
  typedef struct packed {
    logic [X_ID_MAX-1:0] clear;
  } wb2ctrl_t;
  typedef struct packed {
    logic [X_ID_MAX-1:0] issue;
    logic [X_ID_MAX-1:0] commit;
    logic [X_ID_MAX-1:0] kill;
  } ctrl2wb_t;
endpackage  
module fir_xifu_regfile 
  import fir_xifu_pkg::*; 
#(
  parameter int unsigned NB_REGS = 4
)
(
  input  logic clk_i,
  input  logic rst_ni,
  input  ex2regfile_t ex2regfile_i,
  output regfile2ex_t regfile2ex_o,
  input  wb2regfile_t wb2regfile_i
);
  logic [NB_REGS-1:0][31:0] regs_q;
  logic [31:0] rf_op_a, rf_op_b, rf_op_c;
  assign rf_op_a = regs_q[ex2regfile_i.rs1[$clog2(NB_REGS)-1:0]];
  assign rf_op_b = regs_q[ex2regfile_i.rs2[$clog2(NB_REGS)-1:0]];
  assign rf_op_c = regs_q[ex2regfile_i.rd [$clog2(NB_REGS)-1:0]];
  assign regfile2ex_o.op_a = rf_op_a;  
  assign regfile2ex_o.op_b = rf_op_b;  
  assign regfile2ex_o.op_c = rf_op_c;  
  for(genvar ii=0; ii<NB_REGS; ii++) begin
    logic write_en;
    assign write_en = wb2regfile_i.write & (wb2regfile_i.rd == ii);
    always_ff @(posedge clk_i or negedge rst_ni)
    begin
      if(~rst_ni) begin
        regs_q[ii] <= '0;
      end 
      else if(write_en) begin
        regs_q[ii] <= wb2regfile_i.result;
      end
    end
  end
endmodule  
### flow/run.sh
#!/bin/bash
# OpenROAD 26Q1-2900-gdf79404cd8, Yosys 0.63+post, stock flow scripts
make -C /OpenROAD-flow-scripts/flow DESIGN_CONFIG=/design/flow/config.mk WORK_HOME=/design/flow/orfs finish
### flow/config.mk
export PLATFORM = sky130hd
export DESIGN_NAME = fir_xifu_regfile
export DESIGN_NICKNAME = fir_xifu_regfile
export VERILOG_FILES = /design/flow/design.v
export SDC_FILE = /design/flow/constraint.sdc
export NUM_CORES = 4
export LEC_CHECK = 1
export CORE_UTILIZATION = 30
export SYNTH_HDL_FRONTEND = slang
### flow/constraint.sdc
current_design fir_xifu_regfile

set clk_period 2.0
set clk_io_pct 0.2

create_clock -name clk0 -period $clk_period [get_ports {clk_i}]

set non_clock_inputs [all_inputs -no_clocks]
set_input_delay [expr $clk_period * $clk_io_pct] -clock clk0 $non_clock_inputs
set_output_delay [expr $clk_period * $clk_io_pct] -clock clk0 [all_outputs]
==> changes_impl.md <==
### Metrics

* Outcome: complete, but fails checks
* Distinct cells, synth at 14
* Comb gate area at 3670 um^2
* Final hold violations at 7
* Grt total ovfl at 0
* Max-area cell share at 0.453
* Fillers at 1981
* Sw Share at 0.251
* Pre-Place Util at 0.309
* Area of the mapped netlist at roughly 7000 um^2
* Critical Path AT at 1.58 ns
* Antenna Violating Nets Remaining at 0
* Rel. slew slack at 0.747
* Setup TNS at 0 ns
* ANT cells at 0
* Yosys warning tally at 0
* CTS Buffer Depth at 2
* CP Max Fanout at 3
* P_leak at 0.00482 uW
* CP Class: reg2out
* Count of tool warnings at 36
* Row cnt at around 55
* P_sw at 2360 uW
* DRT iter0 DRCs at 197
* Initial antenna violation count at 1
* Met2 wire len at 10.1 mm
* YS chip area at 7070 um^2
* Sequential cell area at between 3000 and 4000 um^2
* DRC violations left at 0
* Number of flip-flops in the largest register at 128
* DR vias at 4974
* H-tree levels at 4
* Cell count after synthesis at approximately 390
* DRT met1 WL at 7.96 mm
* RR Startpoint: regs_q[113]$_DFFE_PN0P_
* Vias in the first global route at 5550
* Die Size at 24200 um^2
* Yosys Instances at 392
* Final Critical Period at 1.98 ns
* RSZ-0062 raised after global routing: yes
* Tot GR Track Use at 0.183
* Pins Over Slew Limit at 0
* Clock slew at reported path FFs at 0.06 ns
* First-pass GRT wire length at roughly 32 mm
* Top FF cell, synth: dfrtp_1
* Slew @ Worst Pin at roughly 0.38 ns
* Reg-to-reg slack, setup at 0.98 ns
* WHS at -0.00492 ns
* Syn_area_per_cell at 18.0 um^2
* Dominant cell type by area after synthesis: dfrtp_1
* Core ar. at 22800 um^2
* R2R depth at 3
* Clock latency on the worst-skew pair at ~0.41 ns
* Worst setup EP type: output pin
* Pint at 7050 uW
* P&R area growth vs syn at 49.8%
* Clock network fraction of design power at 0.331
* Pin count of the biggest net entering global routing at around 65
* Root Driver: clkbuf_16
* Post-DP HPWL at 12.5 mm
* Vias per inst at approximately 5.0
* Power density over cell area at 888 nW/um^2
* CTS sink cnt at around 130
* Most numerous logic cells after layout: 128 x dfrtp_1, 122 x mux2_2, 103 x buf_4, 96 x mux4_2, 38 x clkdlybuf4s50_1
* Top Layer Used: met5
* Gpl congestion at 0.760
* Power share of the combinational group at 0.301
* Crit path DRT at 1.60 ns
* Chip height at 156 um
* Num CTS Buffers at 17
* Clock skew at 0 ns
* Synth flops at approximately 130
* Flip-flops with a built-in enable at 0
* Layout cells sized above 1 at 0.663
* Largest Register: regs_q
* Tcrit/Tclk final at 0.990
* Top Registers: regs_q (128)
* WL final at 20.2 mm
* Failing checks: negative hold slack
* Final setup viols at 0
* Flop pwr share at 0.368
* Critical Path Source Type: flip-flop
* Die Span X at 156 um
* Critical R2R Capture: regs_q[113]$_DFFE_PN0P_
* Biggest area cells: dfrtp_1 45%, mux4_2 31%, mux2_2 19%, buf_6 0.96%, mux2_1 0.96%
* Met3 WL at 1.71 mm
* 1st-pass router iterations at 4
* WL/cell at 20.2 um
* Post-synth seq share at 0.453
* PortBufs at 141
* Worst Hold Class: in2async
* Fmax at 0.505 GHz
* Max-cap viol count at 0
* I/O pin count at 151
* Maximum vdd ir drop at 0.500 mV
* Most used logic cell in the final layout: dfrtp_1
* CTS tree: built
* Synth async-reset ratio at 1.00
[through the flow]
| step | utilization | instances | setup slack [ns] | instance area (um^2) | power [uW] |
|---|---|---|---|---|---|
| 3_3_place_gp | 0.397 | 837 | -0.167 | 9080 | 5990 |
| 6_report | 0.463 | 996 | 0.0190 | 10600 | 9410 |
| 2_1_floorplan | - | 392 | 0.188 | 7070 | 4620 |
| 5_1_grt | 0.463 | 996 | -0.0366 | 10600 | 9900 |
| 3_5_place_dp | 0.397 | 837 | -0.168 | 9080 | 6080 |
| 4_1_cts | 0.454 | 969 | -0.0443 | 10400 | 9420 |
[routing by layer]
layer,global-route usage,up-vias
met3,0.0735,27
met2,0.298,197
li1,-,2157
met5,0,-
met1,0.242,2591
met4,0.0303,2
[power by group through the flow]
stage	Clock [uW]	Combinational [uW]	Sequential (uW)
CTS	3180	2790	3440
global route	3300	3060	3540
finish	3110	2830	3460
[what timing repair did]
item | in CTS | in global routing
hold buffers | 0 | 0
gates resized | 177 | 51
gates cloned | 0 | 0
buffers inserted | 100 | 28
endpoints found under the setup margin | 96 | 54
[synthesized netlist by cell type (2+ instances only)]
library cell    n
buf_1           3
buf_2          12
buf_4           4
buf_6           6
clkbuf_1        9
dfrtp_1       128
mux2_1          6
mux2_2        122
mux4_2         96
nand3b_2        2
[layout make-up]
type | count | area share
sequential | 128 | 0.303
clock buffer | 20 | 0.0441
multi-input combinational | 230 | 0.346
timing repair buffer | 293 | 0.258
tap | 313 | 0.0370
clock inverter | 12 | 0.0125
[worst max-delay path, cell delays in order, from the launching register on]
cell and delay [ns]:
dfrtp_1 0.41, buf_6 0.13, mux4_2 0.49, buf_2 0.14
[worst max-delay path by stage]
stage,start,endpoint,slack (ns),cells past startpoint
4_1_cts,regs_q[116]$_DFFE_PN0P_,regfile2ex_o[20],-0.04,3
5_1_grt,regs_q[113]$_DFFE_PN0P_,regfile2ex_o[17],-0.04,3
6_report,regs_q[113]$_DFFE_PN0P_,regfile2ex_o[17],0.02,3
[kinds of logic (layout without fill, tap and decap cells)]
| logic type | after synthesis | count (layout) | synth area share |
|---|---|---|---|
| mux | 224 | 224 | 0.510 |
| buf+inv | 34 | 325 | 0.0287 |
| flops | 128 | 128 | 0.453 |
| simple gates | 6 | 6 | 0.00849 |
Power figures rest on the tool's default switching activity, not on a simulated workload.
